`/design/flow/design.v`:
```
package rv32i_types;
typedef enum bit [6:0] {
    op_lui   = 7'b0110111,  
    op_auipc = 7'b0010111,  
    op_jal   = 7'b1101111,  
    op_jalr  = 7'b1100111,  
    op_br    = 7'b1100011,  
    op_load  = 7'b0000011,  
    op_store = 7'b0100011,  
    op_imm   = 7'b0010011,  
    op_reg   = 7'b0110011,  
    op_csr   = 7'b1110011   
} rv32i_opcode;
typedef enum bit [2:0] {
    beq  = 3'b000,
    bne  = 3'b001,
    blt  = 3'b100,
    bge  = 3'b101,
    bltu = 3'b110,
    bgeu = 3'b111
} branch_funct3_t;
typedef enum bit [2:0] {
    lb  = 3'b000,
    lh  = 3'b001,
    lw  = 3'b010,
    lbu = 3'b100,
    lhu = 3'b101
} load_funct3_t;
typedef enum bit [2:0] {
    sb = 3'b000,
    sh = 3'b001,
    sw = 3'b010
} store_funct3_t;
typedef enum bit [2:0] {
    add  = 3'b000,  
    sll  = 3'b001,
    slt  = 3'b010,
    sltu = 3'b011,
    axor = 3'b100,
    sr   = 3'b101,  
    aor  = 3'b110,
    aand = 3'b111
} arith_funct3_t;
typedef enum bit [2:0] {
    alu_add = 3'b000,
    alu_sll = 3'b001,
    alu_sra = 3'b010,
    alu_sub = 3'b011,
    alu_xor = 3'b100,
    alu_srl = 3'b101,
    alu_or  = 3'b110,
    alu_and = 3'b111
} alu_ops;
typedef logic [31:0] rv32i_word;
typedef logic [4:0] rv32i_reg;
typedef logic [3:0] rv32i_mem_wmask;
typedef struct packed {
	rv32i_opcode opcode;
	alu_ops aluop;
	logic [2:0] regfilemux_sel;
	logic load_regfile;
	logic alumux1_sel; 
	logic [2:0] alumux2_sel;
	logic cmpmux_sel; 
	logic [1:0] memdatamux_sel;
	branch_funct3_t cmpop;
	rv32i_reg rd;
	logic [1:0] store_op;
	logic load_op;
	logic sign_sel;
	logic jalr_addr_sel;
	logic is_branch;
	logic is_jump;
	logic data_mem_read;
	logic data_mem_write;
	rv32i_reg rs1;
	rv32i_reg rs2;
	logic [7:0] bp_update_index;
} rv32i_control_word;
endpackage : rv32i_types
module L2_data_array #(
    parameter s_offset = 5,
    parameter s_index = 3,
	 parameter s_mask   = 2**s_offset,
	 parameter s_line   = 8*s_mask,
	 parameter num_sets = 2**s_index
)
(
    input clk,
	 input read,
    input [s_mask-1:0] write_en,
    input [s_index-1:0] index,
    input [s_line-1:0] datain,
    output logic [s_line-1:0] dataout
);
logic [s_line-1:0] data [num_sets-1:0]  ;
logic [s_line-1:0] _dataout;
assign dataout = _dataout;
initial
begin
    for (int i = 0; i < num_sets; i++)
    begin
        data[i] = 1'b0;
    end
end
always_ff @(posedge clk)
begin
	 if (read)
		  _dataout <= data[index];
    for (int i = 0; i < s_mask; i++)
    begin
		data[index][8*i +: 8] <= write_en[i] ? datain[8*i +: 8] : data[index][8*i +: 8];
    end
end
endmodule : L2_data_array
```
`/design/flow/constraint.sdc`:
```
current_design L2_data_array

set clk_period 97.6
set clk_io_pct 0.2

create_clock -name clk0 -period $clk_period [get_ports {clk}]

set non_clock_inputs [all_inputs -no_clocks]
set_input_delay [expr $clk_period * $clk_io_pct] -clock clk0 $non_clock_inputs
set_output_delay [expr $clk_period * $clk_io_pct] -clock clk0 [all_outputs]
```
`/design/flow/run.sh`:
```
#!/bin/bash
# OpenROAD 26Q1-2900-gdf79404cd8, Yosys 0.63+post, stock flow scripts
make -C /OpenROAD-flow-scripts/flow DESIGN_CONFIG=/design/flow/config.mk WORK_HOME=/design/flow/orfs finish
```
`/design/flow/config.mk`:
```
export PLATFORM = sky130hd
export DESIGN_NAME = L2_data_array
export DESIGN_NICKNAME = L2_data_array
export VERILOG_FILES = /design/flow/design.v
export SDC_FILE = /design/flow/constraint.sdc
export NUM_CORES = 4
export LEC_CHECK = 1
export CORE_UTILIZATION = 50
```
==> flow_summary.ini <==
; flow metrics
[status]
status = finished clean

[power]
pwr-share-comb_pct = 7.4
power_uw = 2140
p_switching_uw = 452
pwr-share-seq_pct = 54.4
clkPwrFrac_pct = 38.2
p_sw_share_pct = 21.1
power_density_nw_per_um2 = 20.5
p_int_uw = 1690
p_leak_uw = 0.0335
peakVddDrop_uv = 17.4

[clock_tree]
h-tree-depth = 4
clkSinkCount = 2304
cts_setup_buffers = 0
insertion_delay_ns = 0.85
cts_hold_buf = 0
clockRootBuffer = clkbuf_16
cts.clk_slew.worst_paths_ns = 0.06
cts_max_path_buffers = 3
cts_made_buffers = 228
cts_tree = yes
cts_resized = 0

[floorplan]
die_x_um = 424
chipArea_um2 = 180000
coreArea_um2 = 176000
rows = 154
fp.dieH_um = 424
floorplan.core_util_pct = 50.4
ios = 549

[sta]
tns_ns = 0
finalHoldViolations = 0
worst_pin_slew_ns = 0.786
fmaxAchievable_ghz = 0.0426
finalCritPeriodShare_pct = 24.0
slew_headroom_pct = 47.6
clock_skew_ns = 0.0285
final_max_slew_viol_count = 0
grt_setup_unrepaired = no
setup_viol = 0
period_needed_ns = 23.46

[logic_synthesis]
synth_area_um2 = 88900
ys_sh_xor_pct = 0
aoi_share_pct = 0.281
synthAdderAreaFrac_pct = 0
yosysSeqAreaShare_pct = 77.8
ys_cells = 3906
ff_type = edfxtp_1
synth-async-reset-ratio_pct = 0
ys_sh_mux_pct = 18.4
ys_warn_count = 1
synthSimpleGateAreaFrac_pct = 2.20
post-synth-top-count-cell = edfxtp_1
numSynthFlops = 2304
topCellsByArea = edfxtp_1, mux4_2, mux2_2, nand2b_1, nand2_1
common_cells = edfxtp_1, mux4_2, mux2_2
postSynthCellCount = 3906
edf_count = 2304
top_logic_kind = multiplexers
top_area_cell = edfxtp_1
syn_area_per_cell_um2 = 22.8
ys_area_um2 = 88900
synth.top_cell.area_share_pct = 77.8
ys_types = 15

[detailed_routing]
drc = 0
totalWireLength_um = 195000
routedWlPerCell_um = 27.4
drt_iter0_drc = 2151
via_per_inst = 5.72
vias = 40732
firstDrtPassIters = 25
antenna_left = 0

[final_layout]
fillers = 12401
instances_no_fill = 7125
drive_above_1_share_pct = 28.9
area_delta_synth_final_pct = 17.2

[global_routing]
antenna_found_initial = 23
grt_pass1_wl_um = 287000
grt_pass1_vias = 44657
grt_max_degree = 119
global_route.overflow_total = 0
grt_usage_pct = 24.9

[critical_path]
cpMostUsedCell = buf_4
crit_family = buffers and inverters
r2r_setup_slack_ns = 95.78
worstPathRequired_ns = 98.17
cp_slowest_stage_delay_ns = 0.62
slowest_stage = buf_4
end_kind = flop
start_kind = input port
critPathMaxFanout = 45
worstPathCellList = buf_8 -> buf_4 -> buf_4 -> buf_4 -> buf_4 -> buf_4 -> mux4_2 -> mux2_2 -> mux2_2
critPathKind = input port to flop
arrival_ns = 24.03
cp.buffers_inverters = 6

[job]
warnings = 30
maxCapViolCount = 0

[placed_design]
gp_congestion = 0.795
port_buffers = 548
numPlacedInstances = 6708
dp_hpwl_um = 108000

[worst_hold_path]
hp-class = flop to flop
==> cell usage in the layout, fill, tap and decap left out <==
cell type / Yosys / final
nor2_1: 43 / 40
inv_2: 28 / 27
nand2b_1: 161 / 161
and3_4: 0 / 2
buf_12: 0 / 12
inv_4: 0 / 1
clkinv_1: 0 / 58
mux2_2: 432 / 432
nor3_2: 0 / 2
clkbuf_16: 0 / 234
buf_8: 0 / 4
nor3b_2: 0 / 1
clkinvlp_4: 0 / 6
edfxtp_1: 2304 / 2304
clkinv_8: 0 / 3
nand2_1: 201 / 201
inv_16: 0 / 2
inv_6: 0 / 5
nor2_4: 0 / 3
diode_2: 0 / 3
mux4_2: 512 / 512
clkdlybuf4s50_1: 0 / 544
clkbuf_1: 78 / 50
a31oi_1: 40 / 40
clkinv_2: 0 / 46
bufinv_16: 0 / 10
buf_4: 0 / 82
==> state kept, by name, summed over array words and instances (netlist names) <==
signal,cells
_dataout,256
data,2048
==> layout make-up <==
cell class	count	area, um2	area share, %
Timing Repair Buffer	642	6360	6.10
Inverter	28	108	0.103
Clock buffer	284	6040	5.80
Multi-Input combinational cell	1394	18600	17.9
Tap cell	2340	2930	2.81
Clock inverter	130	926	0.889
Antenna cell	3	7.51	0.00720
Sequential cell	2304	69200	66.4
==> per-layer routing <==
metal	GRT usage (%)	wire (um)	part of all wire, %	up-vias
met4	6.11	5980	3.1	20
li1	-	-	-	17620
met5	0.242	171	0.088	-
met3	14.9	25800	13	320
met1	35.6	66000	34	20425
met2	36.6	97100	50	2347
==> through the flow <==
step           hold WS, ns  instance area (um2)  setup WS, ns  util [%]
2_1_floorplan        0.745                88900         57.63         -
3_3_place_gp         0.758                97200         73.04      55.1
3_5_place_dp         0.759                97200         73.03      55.1
4_1_cts              0.765               104000         73.97      59.1
5_1_grt              0.785               104000         73.68      59.1
6_report             0.761               104000         74.14      59.1
==> power by group through the flow <==
stage / Sequential [uW] / Clock, uW / Combinational [uW]
after CTS: 1160 / 839 / 162
after global routing: 1170 / 875 / 172
final: 1160 / 819 / 158
==> worst paths after layout <==
path | cells after the start | from | to
setup / recovery | 9 | index[0] | data[4][23]
hold / removal | 2 | data[6][122] | _dataout[122]
setup reg to reg | 3 | data[5][47] | data[2][47]
hold reg to reg | 2 | data[6][122] | _dataout[122]
==> cell families after synthesis <==
family,count (synthesis)
DFF,2304
muxes,944
and+or+nand+nor,410
buffers and inverters,208
AOI/OAI and AO/OA,40
==> worst min-delay path: stages, from the launching register on <==
cell,delay (ns)
edfxtp_1,0.31
mux4_2,0.21
mux2_2,0.15
No activity file was given, so power comes from the tool's default toggle rates.
