==> flow/design.v <==
package rv32i_types;
typedef enum bit [6:0] {
    op_lui   = 7'b0110111,  
    op_auipc = 7'b0010111,  
    op_jal   = 7'b1101111,  
    op_jalr  = 7'b1100111,  
    op_br    = 7'b1100011,  
    op_load  = 7'b0000011,  
    op_store = 7'b0100011,  
    op_imm   = 7'b0010011,  
    op_reg   = 7'b0110011,  
    op_csr   = 7'b1110011   
} rv32i_opcode;
typedef enum bit [2:0] {
    beq  = 3'b000,
    bne  = 3'b001,
    blt  = 3'b100,
    bge  = 3'b101,
    bltu = 3'b110,
    bgeu = 3'b111
} branch_funct3_t;
typedef enum bit [2:0] {
    lb  = 3'b000,
    lh  = 3'b001,
    lw  = 3'b010,
    lbu = 3'b100,
    lhu = 3'b101
} load_funct3_t;
typedef enum bit [2:0] {
    sb = 3'b000,
    sh = 3'b001,
    sw = 3'b010
} store_funct3_t;
typedef enum bit [2:0] {
    add  = 3'b000,  
    sll  = 3'b001,
    slt  = 3'b010,
    sltu = 3'b011,
    axor = 3'b100,
    sr   = 3'b101,  
    aor  = 3'b110,
    aand = 3'b111
} arith_funct3_t;
typedef enum bit [2:0] {
    alu_add = 3'b000,
    alu_sll = 3'b001,
    alu_sra = 3'b010,
    alu_sub = 3'b011,
    alu_xor = 3'b100,
    alu_srl = 3'b101,
    alu_or  = 3'b110,
    alu_and = 3'b111
} alu_ops;
typedef logic [31:0] rv32i_word;
typedef logic [4:0] rv32i_reg;
typedef logic [3:0] rv32i_mem_wmask;
typedef struct packed {
	rv32i_opcode opcode;
	alu_ops aluop;
	logic [2:0] regfilemux_sel;
	logic load_regfile;
	logic alumux1_sel; 
	logic [2:0] alumux2_sel;
	logic cmpmux_sel; 
	logic [1:0] memdatamux_sel;
	branch_funct3_t cmpop;
	rv32i_reg rd;
	logic [1:0] store_op;
	logic load_op;
	logic sign_sel;
	logic jalr_addr_sel;
	logic is_branch;
	logic is_jump;
	logic data_mem_read;
	logic data_mem_write;
	rv32i_reg rs1;
	rv32i_reg rs2;
	logic [7:0] bp_update_index;
} rv32i_control_word;
endpackage : rv32i_types
module arbiter
(
	input clk,
	input data_resp,
	input [31:0] data_addr,
	input [31:0] instr_addr,
	input [255:0] data_wdata,
	input [255:0] instr_wdata,
	input data_read,
	input instr_read,
	input data_write,
	input instr_write,
	input [255:0] L2_rdata,
	input L2_resp,
	output logic [31:0] L2_addr,
	output logic [255:0] L2_wdata,
	output logic L2_read,
	output logic L2_write,
	output logic arb_instr_resp,
	output logic arb_data_resp,
	output logic [255:0] arb_instr_rdata,
	output logic [255:0] arb_data_rdata
);
assign arb_instr_rdata = L2_rdata;
assign arb_data_rdata = L2_rdata;
logic data_sel;
assign data_sel = data_read | data_write;
logic data_resp_reg_out;
logic [31:0] data_addr_reg_out;
logic [31:0] instr_addr_reg_out;
logic [255:0] data_wdata_reg_out;
logic [255:0] instr_wdata_reg_out;
logic data_read_reg_out;
logic instr_read_reg_out;
logic data_write_reg_out;
logic instr_write_reg_out;
mux2 #(32) addr_mux
(
	.sel(data_resp_reg_out),
	.a(data_addr_reg_out),
	.b(instr_addr_reg_out),
	.f(L2_addr)
);
mux2 #(256) wdata_mux
(
	.sel(data_sel),
	.a(data_wdata_reg_out),
	.b(instr_wdata_reg_out),
	.f(L2_wdata)
);
mux2 #(1) read_mux
(
	.sel(data_resp_reg_out),
	.a(data_read_reg_out),
	.b(instr_read_reg_out),
	.f(L2_read)
);
mux2 #(1) write_mux
(
	.sel(data_resp_reg_out),
	.a(data_write_reg_out),
	.b(instr_write_reg_out),
	.f(L2_write)
);
mux2 #(1) instr_resp_mux
(
	.sel(data_resp_reg_out),
	.a(1'b0),
	.b(L2_resp),
	.f(arb_instr_resp)
);
mux2 #(1) data_resp_mux
(
	.sel(data_resp_reg_out),
	.a(L2_resp),
	.b(1'b0),
	.f(arb_data_resp)
);
register #(32) instr_addr_reg
(
	.clk(clk),
	.load(1'b1),
	.in(instr_addr),
	.out(instr_addr_reg_out)
);
register #(32) data_addr_reg
(
	.clk(clk),
	.load(1'b1),
	.in(data_addr),
	.out(data_addr_reg_out)
);
register #(1) instr_read_reg
(
	.clk(clk),
	.load(1'b1),
	.in(instr_read),
	.out(instr_read_reg_out)
);
register #(1) data_read_reg
(
	.clk(clk),
	.load(1'b1),
	.in(data_read),
	.out(data_read_reg_out)
);
register #(1) instr_write_reg
(
	.clk(clk),
	.load(1'b1),
	.in(instr_write),
	.out(instr_write_reg_out)
);
register #(1) data_write_reg
(
	.clk(clk),
	.load(1'b1),
	.in(data_write),
	.out(data_write_reg_out)
);
register #(256) instr_wdata_reg
(
	.clk(clk),
	.load(1'b1),
	.in(instr_wdata),
	.out(instr_wdata_reg_out)
);
register #(256) data_wdata_reg
(
	.clk(clk),
	.load(1'b1),
	.in(data_wdata),
	.out(data_wdata_reg_out)
);
register #(1) data_resp_reg
(
	.clk(clk),
	.load(1'b1),
	.in(data_resp),
	.out(data_resp_reg_out)
);
endmodule: arbiter
module mux2 #(parameter width = 32)
(
	input sel,
	input [width-1:0] a, b,
	output logic [width-1:0] f
);
	always_comb
	begin
		if (sel == 0)
			f = a;
		else
			f = b;
	end
endmodule : mux2
module register #(parameter width = 32)
(
    input clk,
    input load,
    input [width-1:0] in,
    output logic [width-1:0] out
);
logic [width-1:0] data;
initial
begin
    data = 1'b0;
end
always_ff @(posedge clk)
begin
    if (load)
    begin
        data = in;
    end
end
always_comb
begin
    out = data;
end
endmodule : register
==> flow/run.sh <==
#!/bin/bash
# OpenROAD 26Q1-2900-gdf79404cd8, Yosys 0.63+post, stock flow scripts
make -C /OpenROAD-flow-scripts/flow DESIGN_CONFIG=/design/flow/config.mk WORK_HOME=/design/flow/orfs finish
==> flow/config.mk <==
export PLATFORM = sky130hd
export DESIGN_NAME = arbiter
export DESIGN_NICKNAME = arbiter
export VERILOG_FILES = /design/flow/design.v
export SDC_FILE = /design/flow/constraint.sdc
export NUM_CORES = 4
export LEC_CHECK = 1
export CORE_AREA = 10 10 627 627
export DIE_AREA = 0 0 637 637
==> flow/constraint.sdc <==
current_design arbiter

set clk_period 29.6
set clk_io_pct 0.2

create_clock -name clk0 -period $clk_period [get_ports {clk}]

set non_clock_inputs [all_inputs -no_clocks]
set_input_delay [expr $clk_period * $clk_io_pct] -clock clk0 $non_clock_inputs
set_output_delay [expr $clk_period * $clk_io_pct] -clock clk0 [all_outputs]
==> results.json <==
{
  "cts_setup_buffers": 0,
  "io_pins": 1643,
  "cts_buffers": 84,
  "finalPower_mw": 2.223,
  "setup_violations": 0,
  "netlist_area_um2": 19400,
  "cts_hold_buf": 0,
  "swShare": 0.2663,
  "row_count": 226,
  "drtPass1Iterations": 4,
  "path_cells": "clkdlybuf4s50_1, nor2_4, buf_4, buf_12, buf_4, buf_4, mux2_2, clkdlybuf4s50_1",
  "peakVddDrop_mv": 0.04702,
  "area_delta_synth_final_pct": 72.46,
  "cts_sinks": 581,
  "max_stage_delay_ns": 0.63,
  "synth.avg_cell_area_um2": 13.68,
  "syn_inst": 1418,
  "synth-edff-count": 0,
  "layout_min_cycle_time_ns": 16.39,
  "globalplace.congestion": 0.9804,
  "crit_required_ns": 23.68,
  "layout-drive-gt1-share": 0.2364,
  "clockPowerShare": 0.493,
  "power.switching_uw": 591.9,
  "p_per_area_nw_per_um2": 66.44,
  "rsz0062_at_grt": "no",
  "wl_um": 258400,
  "power_frac_seq": 0.388,
  "critPathCaptureType": "primary output",
  "fp.coreArea_um2": 379200,
  "slew_violations": 0,
  "clk_pin_slew_ns": 0.06,
  "grt_pass1_vias": 14170,
  "cts_buffer_depth": 4,
  "critPathLaunchType": "primary input",
  "grt_pass1_wl_um": 292300,
  "ff_type": "dfxtp_1",
  "n_fill_cell": 43580,
  "hpwlAfterDp_um": 237300,
  "first_iter_violations": 577,
  "seqCellArea_um2": 11630,
  "yosysWarnings": 6,
  "cts.htree.levels": 3,
  "overflow": 0,
  "synthArstFlopShare": 0,
  "dr_total_vias": 13330,
  "ys_cells": 1418,
  "slew-limit-headroom": 0.3716,
  "cts_tree": "yes",
  "status": "finished, final reports clean",
  "ys_seq_frac": 0.5996,
  "die_h_um": 637,
  "wl_per_cell_um": 36.55,
  "crit_top_cell": "buf_4",
  "critPathKind": "in -> out",
  "floorplan.core_util": 0.05116,
  "antenna_found_initial": 233,
  "p_leak_nw": 11.02,
  "cpMaxStageDelayCell": "nor2_4",
  "fmax_mhz": 61.00,
  "tightest_slew_ns": 0.9425,
  "final.period_utilization": 0.5538,
  "grt_max_degree": 83,
  "drc_errors": 0,
  "maxCapViolCount": 0,
  "area_leaders": "dfxtp_1, buf_4, mux2_2, buf_12, mux2_4",
  "yosys.area.top_type_share": 0.5996,
  "internal_power_mw": 1.631,
  "top_cell": "dfxtp_1",
  "synth.distinct_cells": 11,
  "cts_resized": 0,
  "cts-root-buf": "clkbuf_16",
  "tool_warnings": 25,
  "io_buffers": 874,
  "critPathArrivalTime_ns": 10.47,
  "ys_area_um2": 19400,
  "avgViaCountPerCell": 1.886,
  "die_w_um": 637,
  "ys_ff": 581,
  "track_usage": 0.1241,
  "logic_area_um2": 3364,
  "hold_viol": 0,
  "die-area_um2": 405800,
  "min_path_type": "in -> reg",
  "power.share.combinational": 0.119,
  "tns_ns": 0,
  "netlist.top_cell.by_area": "dfxtp_1",
  "synthTopCellsByCount": "dfxtp_1, buf_4, mux2_2, buf_12, mux2_4",
  "final_antenna_net_count": 0,
  "worstPathMaxFanout": 82
}
==> final cells by class <==
type	instances	area share
clock buffers	103	0.06709
clock inverters	46	0.01941
well taps	5016	0.1876
repair buffers	902	0.2681
diodes	127	0.009499
multi-input cells	293	0.1006
flip-flops and latches	581	0.3477
==> kinds of logic after synthesis <==
family | count (synthesis) | share of synthesized area
buffers and inverters | 544 | 0.2270
multiplexers | 290 | 0.1722
flip-flops | 581 | 0.5996
AND/OR/NAND/NOR | 3 | 0.001226
==> power by group through the flow <==
stage     Sequential, mW  Combinational (mW)  Clock (mW)
6_report           0.862               0.265        1.10
5_1_grt            0.865               0.281        1.16
4_1_cts            0.867               0.281        1.14
==> flip-flops by register name (all words and copies together), names as in the netlist <==
| name | count |
|---|---|
| data_read_reg.data | 1 |
| instr_addr_reg.data | 32 |
| instr_read_reg.data | 1 |
| data_wdata_reg.data | 256 |
| data_addr_reg.data | 32 |
| instr_write_reg.data | 1 |
| data_resp_reg.data | 1 |
| data_write_reg.data | 1 |
| instr_wdata_reg.data | 256 |
==> placed cells by master, fill, tap and decap left out, types with 11 or more instances in the layout <==
cell             instances
dfxtp_1                580
clkbuf_1                13
diode_2                127
mux2_4                  20
bufinv_16               13
clkdlybuf4s50_1        874
clkinvlp_4              11
clkbuf_16               85
buf_4                   27
mux2_2                 269
==> final timing paths <==
check,depth (start not counted),end,from,slack (ns)
worst max-delay path,8,L2_wdata[20],data_read,13.21
worst min-delay path,1,instr_wdata_reg.data[192],instr_wdata[192],5.54
==> worst max-delay path: cells and delay by family <==
family / cells / cell delay (ns)
buffers and inverters: 6 / 3.00
and+or+nand+nor: 1 / 0.63
muxes: 1 / 0.42
==> routing by layer <==
layer  routed length (um)  GRT usage  share of wire
met1                83110     0.1222           0.32
met5                 1302    0.01169         0.0050
met2               117800     0.1972           0.46
met3                43020    0.09360           0.17
met4                13180    0.04684          0.051
==> metrics by stage <==
step	setup slack (ns)	std cells	hold WS (ns)	instance area [um2]	util
2_1_floorplan	16.96	1418	5.948	19400	-
3_3_place_gp	13.16	6792	6.368	30240	0.07976
3_5_place_dp	13.25	6792	6.372	30240	0.07976
4_1_cts	13.24	6941	5.455	33140	0.08739
5_1_grt	13.15	7022	5.490	33340	0.08792
6_report	13.21	7068	5.543	33460	0.08823
Power is estimated from default activity; no workload was simulated.
