File: ./design.v
package rv32i_types;
typedef enum bit [6:0] {
    op_lui   = 7'b0110111,  
    op_auipc = 7'b0010111,  
    op_jal   = 7'b1101111,  
    op_jalr  = 7'b1100111,  
    op_br    = 7'b1100011,  
    op_load  = 7'b0000011,  
    op_store = 7'b0100011,  
    op_imm   = 7'b0010011,  
    op_reg   = 7'b0110011,  
    op_csr   = 7'b1110011   
} rv32i_opcode;
typedef enum bit [2:0] {
    beq  = 3'b000,
    bne  = 3'b001,
    blt  = 3'b100,
    bge  = 3'b101,
    bltu = 3'b110,
    bgeu = 3'b111
} branch_funct3_t;
typedef enum bit [2:0] {
    lb  = 3'b000,
    lh  = 3'b001,
    lw  = 3'b010,
    lbu = 3'b100,
    lhu = 3'b101
} load_funct3_t;
typedef enum bit [2:0] {
    sb = 3'b000,
    sh = 3'b001,
    sw = 3'b010
} store_funct3_t;
typedef enum bit [2:0] {
    add  = 3'b000,  
    sll  = 3'b001,
    slt  = 3'b010,
    sltu = 3'b011,
    axor = 3'b100,
    sr   = 3'b101,  
    aor  = 3'b110,
    aand = 3'b111
} arith_funct3_t;
typedef enum bit [2:0] {
    alu_add = 3'b000,
    alu_sll = 3'b001,
    alu_sra = 3'b010,
    alu_sub = 3'b011,
    alu_xor = 3'b100,
    alu_srl = 3'b101,
    alu_or  = 3'b110,
    alu_and = 3'b111
} alu_ops;
typedef logic [31:0] rv32i_word;
typedef logic [4:0] rv32i_reg;
typedef logic [3:0] rv32i_mem_wmask;
typedef struct packed {
	rv32i_opcode opcode;
	alu_ops aluop;
	logic [2:0] regfilemux_sel;
	logic load_regfile;
	logic alumux1_sel; 
	logic [2:0] alumux2_sel;
	logic cmpmux_sel; 
	logic [1:0] memdatamux_sel;
	branch_funct3_t cmpop;
	rv32i_reg rd;
	logic [1:0] store_op;
	logic load_op;
	logic sign_sel;
	logic jalr_addr_sel;
	logic is_branch;
	logic is_jump;
	logic data_mem_read;
	logic data_mem_write;
	rv32i_reg rs1;
	rv32i_reg rs2;
	logic [7:0] bp_update_index;
} rv32i_control_word;
endpackage : rv32i_types
module data_array #(
    parameter s_index = 3,
    parameter s_offset = 5
)
(
    clk,
    read,
    write_en,
    rindex,
    windex,
    datain,
    dataout
);
localparam s_mask   = 2**s_offset;
localparam s_line   = 8*s_mask;
localparam num_sets = 2**s_index;
input clk;
input read;
input [s_mask-1:0] write_en;
input [s_index-1:0] rindex;
input [s_index-1:0] windex;
input [s_line-1:0] datain;
output logic [s_line-1:0] dataout;
logic [s_line-1:0] data [num_sets-1:0]  ;
logic [s_line-1:0] _dataout;
assign dataout = _dataout;
initial
begin
    for (int i = 0; i < num_sets; i++)
    begin
        data[i] = 1'b0;
    end
end
always_ff @(posedge clk)
begin
    if (read)
        for (int i = 0; i < s_mask; i++)
            _dataout[8*i +: 8] <= (write_en[i] & (rindex == windex)) ? datain[8*i +: 8] : data[rindex][8*i +: 8];
    for (int i = 0; i < s_mask; i++)
    begin
		data[windex][8*i +: 8] <= write_en[i] ? datain[8*i +: 8] : data[windex][8*i +: 8];
    end
end
endmodule : data_array
File: ./run.sh
#!/bin/bash
# OpenROAD 26Q1-2900-gdf79404cd8, Yosys 0.63+post, stock flow scripts
make -C /OpenROAD-flow-scripts/flow DESIGN_CONFIG=/design/flow/config.mk WORK_HOME=/design/flow/orfs finish
File: ./config.mk
export PLATFORM = sky130hd
export DESIGN_NAME = data_array
export DESIGN_NICKNAME = data_array
export VERILOG_FILES = /design/flow/design.v
export SDC_FILE = /design/flow/constraint.sdc
export NUM_CORES = 4
export LEC_CHECK = 1
export CORE_UTILIZATION = 40
File: ./constraint.sdc
current_design data_array

set clk_period 6.6
set clk_io_pct 0.2

create_clock -name clk0 -period $clk_period [get_ports {clk}]

set non_clock_inputs [all_inputs -no_clocks]
set_input_delay [expr $clk_period * $clk_io_pct] -clock clk0 $non_clock_inputs
set_output_delay [expr $clk_period * $clk_io_pct] -clock clk0 [all_outputs]
==> ci_impl_report.md <==
## PnR job results

| Metric | Value |
|---|---|
| Min cycle time layout | 3.913 ns |
| Commonest Layout Cell | edfxtp_1 |
| Routability cong. | 0.8000 |
| # DRC | 0 |
| Slowest stage cell, crit path | clkdlybuf4s50_1 |
| Cell row count | 173 |
| Resize count post-CTS | 0 |
| Synthesized registers | 2,304 |
| CTS root buffer | clkbuf_16 |
| Hold Path Stages | 3 |
| Number of cells on the critical path | 6 |
| Yosys cell count | 3,807 |
| Drt pass-1 iters | 4 |
| CP Cell Sequence | clkdlybuf4s50_1 -> xnor2_4 -> buf_4 -> buf_4 -> nand4_1 -> mux2_2 |
| OpenROAD warning count | 26 |
| YS chip area | 89,470 µm² |
| Core box area | 222,300 µm² |
| Fin crit share | 59.28% |
| Mapped Area | 89,470 µm² |
| Setup Viol. Count Final | 0 |
| CP Max Fanout | 17 |
| Clock Pin Slew Worst Setup and Hold Paths | 0.06 ns |
| # port buffers | 551 |
| Initial antenna violation count | 75 |
| Min-delay worst type | reg2reg |
| Syn_area_per_cell | 23.50 µm² |
| Worst-case reg-to-reg path depth | 3 |
| CTS Hold Bufs | 0 |
| Design area | 105,700 µm² |
| Post-CTS setup buffers | 0 |
| H-tree Lvls | 4 |
| I/O Pins | 552 |
| CP endpoint kind | flip-flop |
| DR iter-0 viols | 2,370 |
| CTS tree | done |
| Crit path max-delay family | buffers and inverters |
| Layout cells sized above 1 | 30.45% |
| First-pass GRT wire length | 304.6 mm |
| FMAX | 255.6 MHz |
| Congestion Overflow GR | 0 |
| # Max-Cap Violations | 0 |
| CP Class | in2reg |
| CP bufs+invs | 3 |
| Clock buffer depth | 3 |
| Cells after synthesis | 3,807 |
| VDD IR-drop max | 0.0002937 V |
| Hold Vio Cnt, Final | 0 |
| Critical Path AT | 4.50 ns |
| RSZ-0062 raised after global routing | false |
| Worst path max stage delay | 0.81 ns |
| Vias per cell | 5.317 |
| Most frequent cells in the layout | edfxtp_1, clkdlybuf4s50_1, mux4_2, mux2_2, and2_1 |
| Leak | 0.03334 µW |
| Synth area leaders | edfxtp_1, mux4_2, mux2_2 |
| Crit path launch type | input port |
| Insertion Delay late pin | 0.90 ns |
| Worst Skew | 0.06736 ns |
| Max_slew headroom | 50.11% |
| Detailed-route via count | 40,780 |
| Outcome | finished clean |
| HPWL after DPL | 128.3 mm |
| Filler cells | 17,780 |
| Clock Sinks | 2,304 |
| Yosys top cell by area | edfxtp_1 |
| Synth warn | 1 |
| Sequential-to-total area share from yosys stat | 77.33% |
| Design Power | 31,650 µW |
| Synth cell types | 17 |
| FP Util | 40.25% |
| Fin. max-slew vios | 0 |
| Vias in the first global route | 44,960 |
| Die W | 475.0 µm |
| Synthesis-to-layout area growth | 18.14% |
| Worst-margin pin slew | 0.7462 ns |
| All-Layer GR Usage | 20.67% |
| Critical Path Most Common Cell | buf_4 |
| DR WL/cell | 27.28 µm |
| Placement Cell Area | 98,240 µm² |
| Antenna viol nets, final | 0 |
| PwrDens | 299.5 nW/µm² |
| Area share, top type | 77.33% |
| CTS Buf Count | 232 |
| Chip area | 225,600 µm² |
| Post-Route WL | 209.2 mm |
| Die Height | 475.0 µm |
| Req. time, crit path | 7.19 ns |
| Final TNS setup | 0 ns |
| Largest net degree at the start of global routing | 99 |
-- per-stage QoR --
step / hold WS [ns] / util [%] / worst slack, ns / instances
after detailed placement: 0.8723 / 44.19 / 1.708 / 7209
final: 0.8307 / 47.55 / 2.687 / 7670
after global routing: 0.8744 / 47.51 / 2.509 / 7640
after floorplan: 0.8549 / - / 3.381 / 3807
after CTS: 0.8270 / 47.50 / 2.694 / 7632
after global placement: 0.8660 / 44.19 / 1.754 / 7209
-- layer usage --
layer,routed length [µm],vias up,global-route usage [%]
met5,798,-,0.6922
met4,4251,108,4.197
met3,29810,425,13.28
met2,102400,2102,30.96
met1,71940,20710,26.76
li1,-,17440,-
-- synthesized netlist by cell type --
master / n
nand4_1: 32
buf_6: 53
edfxtp_1: 2304
buf_1: 12
xnor2_1: 2
and3b_1: 2
nor3_1: 1
clkbuf_1: 94
mux2_2: 512
xnor2_2: 1
buf_2: 20
nor2_1: 1
nor3b_1: 3
and3_1: 1
and2_1: 256
nand2_1: 1
mux4_2: 512
-- registers in the layout, indices dropped and copies added, names as in the netlist --
name	cells
_dataout	256
data	2048
-- worst register-to-register path, delay by kind of cell, from the launching register on --
kind   cells  cell delay [ns]
DFF        1             0.38
muxes      3             1.01
-- power by group --
group	internal [µW]	switching, µW	total [µW]
registers	16800	175	16900
clock network	7030	5560	12600
logic	1120	1020	2140
total	24900	6750	31700
-- final cells by class --
cell class / instances / area, µm² / share of cell area, %
sequential: 2304 / 69190 / 65.46
multi-input combinational: 1324 / 19260 / 18.22
timing repair buffer: 606 / 6073 / 5.746
clock buffer: 277 / 5974 / 5.652
tap: 2975 / 3722 / 3.522
clock inverter: 146 / 1390 / 1.315
antenna: 38 / 95.09 / 0.08996
-- worst paths after layout --
kind / startpoint / end / slack, ns
setup / recovery: windex[1] / _dataout[48] / 2.69
hold / removal: data[4][35] / _dataout[35] / 0.83
setup reg to reg: data[7][33] / _dataout[33] / 4.91
hold reg to reg: data[4][35] / _dataout[35] / 0.83
-- kinds of logic after synthesis --
family                    after synthesis  share of synthesized area [%]
and+or+nand+nor                       297                          2.079
muxes                                1024                          19.33
buffers and inverters                 179                          1.224
DFF                                  2304                          77.33
xor gates and xnor gates                3                        0.03777
Power and IR drop assume default switching activity.
